**design/flow/constraint.sdc**
```tcl
current_design request_parser

set clk_period 156.1
set clk_io_pct 0.2

create_clock -name clk0 -period $clk_period [get_ports {clk}]

set non_clock_inputs [all_inputs -no_clocks]
set_input_delay [expr $clk_period * $clk_io_pct] -clock clk0 $non_clock_inputs
set_output_delay [expr $clk_period * $clk_io_pct] -clock clk0 [all_outputs]
```
**design/flow/design.v**
```verilog
`timescale 1ns / 1ps
module request_parser#(
    parameter DATA_WIDTH = 512,
    parameter META_WIDTH = 96
)(
    input                           clk,
    input                           rst_n,
    input [DATA_WIDTH-1:0]          s_axis_tdata, 
    input                           s_axis_tvalid,  
	input 		                    s_axis_tlast,  
	input [DATA_WIDTH/8-1:0]        s_axis_tkeep,  
	output                          s_axis_tready, 
    output reg [63:0]               m_key_data,
	output reg     	                m_key_valid,
	input                           m_key_ready,
	output reg [META_WIDTH-1:0]     m_meta_data,
	output reg                      m_meta_valid,
	input                           m_meta_ready,
    output reg [DATA_WIDTH-1:0]     m_value_data,
	output reg                      m_value_valid,
	output reg [15:0]               m_value_length,
	output reg                      m_value_last,
	input                           m_value_ready,
	output reg [15:0]               m_malloc_data,
	output reg                      m_malloc_valid,
    input  wire                     m_malloc_ready    
    );
    localparam [2:0]
	   ST_IDLE         = 0,
	   ST_DATA_FETCH   = 1,
	   ST_DROP         = 2,
	   ST_VALUE        = 3;
    reg [2:0] state;
    localparam [9:0]
        HEAD_LENTH = 128,
        KEY_LENTH = 64;
reg [7:0] opcode;
reg [7:0] keylen;
reg [15:0] vallen;
reg [63:0] net_meta;
reg [319:0]    value_data_buf;
reg            value_last_buf;
reg inready;
wire outready;
reg force_throw;
reg[31:0] throw_length_left;
wire readyfornew;
assign readyfornew = m_meta_ready & m_key_ready & m_value_ready & m_malloc_ready;
assign outready = m_meta_ready & m_key_ready & m_value_ready;
assign s_axis_tready = (state!=ST_IDLE) ? ((inready & outready) | force_throw): 0;
always@(posedge clk)begin
    if(!rst_n)begin
        m_meta_valid <= 0;
		m_malloc_valid <= 0;
		m_key_valid <= 0;
		m_value_valid <= 0;
		m_value_last <= 0; 
		state <= ST_IDLE;
		inready <= 0;
        force_throw <= 0;
        throw_length_left <= 0;
        opcode <= 0; keylen <= 0; vallen <= 0; net_meta <= 0;
        value_data_buf <= 0; value_last_buf <= 0;
        m_value_data <= 0; m_key_data <= 0; m_meta_data <= 0;
    end
    else begin
        if(m_meta_valid == 1 && m_meta_ready == 1)begin
            m_meta_valid <= 0;
        end
        if(m_malloc_valid == 1 && m_malloc_ready == 1)begin
            m_malloc_valid <= 0;
        end
        if(m_key_valid == 1 && m_key_ready == 1)begin
            m_key_valid <= 0;
        end
        if (m_value_valid==1 && m_value_ready==1) begin
			m_value_valid <= 0;
			m_value_last <= 0;
		end
    end
    case (state)
        ST_IDLE: begin
            if(s_axis_tvalid == 1 && readyfornew == 1 )begin
               opcode <= s_axis_tdata[63:64-8];
               keylen <= s_axis_tdata[64-8-1:64-16];
               net_meta <= s_axis_tdata[127:64];
               vallen <= s_axis_tdata[32+15:32]-s_axis_tdata[64-8-1:64-16];
               inready <= 1;
               state <= ST_DATA_FETCH;
               value_last_buf <= '0;
            end
            else if (s_axis_tvalid==1)begin
                force_throw <= 1;
                throw_length_left <= s_axis_tdata[32+15:32];
                state <= ST_DROP;	
            end     
        end
        ST_DATA_FETCH: begin
           if (s_axis_tvalid==1 && s_axis_tready==1)  begin
               m_meta_data <= {opcode,keylen,vallen,net_meta};
               m_meta_valid <= 1;
               m_malloc_data <= vallen;
               m_malloc_valid <= (opcode==8'h01) ? 1 : 0;
               m_key_valid <= 1;
               m_key_data <= s_axis_tdata[HEAD_LENTH+KEY_LENTH-1:HEAD_LENTH];
               if(opcode==8'h01)begin
                   m_value_length <= vallen*8;
                   if(vallen*8 >320)begin 
                        state <= ST_VALUE; 
                        value_data_buf <= s_axis_tdata[DATA_WIDTH-1:HEAD_LENTH+KEY_LENTH];
                   end
                   else begin
                        m_value_valid <= 1;              
                        m_value_last <= 1;
                        state <= ST_IDLE;
                        m_value_data <= {{HEAD_LENTH+KEY_LENTH{1'b0}},s_axis_tdata[DATA_WIDTH-1:HEAD_LENTH+KEY_LENTH]};
                   end
                end else begin
                    m_value_length <= '0;
                    state <= ST_IDLE;             
                end
           end 
        end
        ST_VALUE: begin
            m_value_valid <= 1'b0;
            m_value_last  <= 1'b0;     
            if (s_axis_tvalid && s_axis_tready) begin
                m_value_valid <= 1'b1;
                if (value_last_buf) begin
                    m_value_data   <= {'0, value_data_buf};
                    m_value_last   <= 1'b1;
                    state          <= ST_IDLE;
                    inready        <= 1'b0;
                    value_last_buf <= 1'b0;   
                end
                else begin
                    m_value_data   <= {s_axis_tdata[HEAD_LENTH+KEY_LENTH-1:0], value_data_buf};
                    value_data_buf <=  s_axis_tdata[DATA_WIDTH-1:HEAD_LENTH+KEY_LENTH];
                    if (s_axis_tlast && (s_axis_tkeep > 64'hFF_FFFF)) begin
                        value_last_buf <= 1'b1;
                    end
                    else if (s_axis_tlast && (s_axis_tkeep < 64'hFF_FFFF)) begin
                        m_value_last <= 1'b1;
                        state        <= ST_IDLE;
                        inready      <= 1'b0;
                    end
                end
            end
        end
        ST_DROP: begin
                if (s_axis_tvalid==1 && s_axis_tready==1) begin
					throw_length_left <= throw_length_left-1;					
				end
                if (s_axis_tvalid==1 && s_axis_tready==1 && throw_length_left==0)  begin
					state <= ST_IDLE;
					inready <= 0;
					force_throw <= 0;
				end
        end
    endcase
end
endmodule
```
**design/flow/config.mk**
```make
export PLATFORM = sky130hd
export DESIGN_NAME = request_parser
export DESIGN_NICKNAME = request_parser
export VERILOG_FILES = /design/flow/design.v
export SDC_FILE = /design/flow/constraint.sdc
export NUM_CORES = 4
export LEC_CHECK = 1
export CORE_AREA = 10 10 549 549
export DIE_AREA = 0 0 559 559
```
**design/flow/run.sh**
```bash
#!/bin/bash
# OpenROAD 26Q1-2900-gdf79404cd8, Yosys 0.63+post, stock flow scripts
make -C /OpenROAD-flow-scripts/flow DESIGN_CONFIG=/design/flow/config.mk WORK_HOME=/design/flow/orfs finish
```
==> notes.md <==
Implementation results.

The post-route antenna net violation count is 0. The most used routing layer in global routing is met2. Across all stage logs, warnings added up to 41. The half-perimeter wire length after placement is 168,000 µm. The count of distinct cell types in the synthesized netlist is 63. Of all nets on the critical path, the largest fanout is 4. The number of standard-cell rows in the floorplan is 197. The number of instances in the synthesized netlist is 5,065.

The fraction of final layout cells with drive strength greater than 1 is 0.0550. The final setup violation count is 0. The via count is 42.9k. The all-layer global routing usage is 0.138.

The startpoint type of the worst setup path is a primary input. The count of H-tree levels built during CTS is 4. Setup slack on the worst path after placement came out at 91.98 ns.

The count of synthesis-stage warnings from yosys is 1. The clock period could shrink to 64.00 ns. The highest attainable clock frequency is 15.6 MHz. The relative slew slack is 0.427. The clock passes through at most 4 buffers. The overall die area is 312,000 µm².

The count of buffers inserted at the top-level ports is 1,290. TritonCTS built the clock tree. A synthesized cell averages 8.60 µm². The clock slew at the register clock pins of the worst setup and hold paths is 0.06 ns. Per the final report, max-transition violations number 0. The run finished with clean final reports.

Post-CTS repair changed the size of 0 cells. The sequential share of power is 0.445. For this run, global-route usage on met3 was measured as 0.0486.

The die extent in x is 559 µm. The share of the synthesized netlist area taken by xor and xnor gates is 0.00121. The dominant register cell in the synthesized netlist is dfxtp_1.

Of the total power, combinational logic draws 0.060. The sort of element at the end of the critical path is an output port. For reference, the top logic cell family by area is simple AND/OR/NAND/NOR gates. The worst-skew pair later-pin latency is 0.80 ns. The total CTS buffers is 142. Of the total power, the clock network draws 0.495. Global routing finished with a remaining overflow of 0. The slew at the pin closest to its max-slew limit is 0.860 ns. In the log, the iteration count for the first detailed-route pass is 6. The compound-cell area share of the yosys netlist is 0.162. Among logic cells in the layout, the one with the most instances is clkdlybuf4s50_1.

The total wire length after detailed routing is 224,000 µm. The pin count of the biggest net entering global routing is 178. Logic depth along the worst register-to-register path is recorded as 13.

The critical path startpoint is m_meta_ready. The post-layout period usage of the worst path is 0.410. Setup repair after global routing left no endpoint under its margin. The placeable core area is 289,000 µm². The setup check on the worst reg-to-reg path leaves a slack of 149.43 ns. TritonRoute reported its final design rule violation total as 0. Pin placement for this block handled 1,294 I/O pins. The via count of the first global-routing pass is 39.8k. The area reported by Yosys stat is 43,500 µm². The routed design shows a wire length per standard cell of 22.2 µm. In this run the cell area of the synthesized design comes to 43,500 µm². The clock arrives with 0.0399 ns of skew. The share of synthesized area spent on multiplexers is 0.000460. The data arrival time of the critical path is 32.78 ns. The floorplan-stage core utilization is 0.151. The leakage power summed over all cells is 23.6 nW. The number of cells on the worst hold path is 2. Per the detail_route report, vias per standard cell equal 4.24. The cell-internal power is 0.514 mW.

The capture point of the critical path was reported as s_axis_tready. The height of the die is 559 µm. The area growth from synthesis to layout is 49.3%.

The global-route met2 utilization is 0.238. The maximum vdd drop is 8.77 µV. In this run the maximum-capacitance check reported violations numbering 0. The cell sitting at the root of the clock tree is a clkbuf_16. The number of enable-type register cells in the synthesized netlist is 29. Leaving out fill and tap cells, the most frequent cells in the layout are clkdlybuf4s50_1 (1,289), nand2_1 (1,234), dfxtp_1 (1,131). Yosys reported that registers with async set or reset make up 0. Of the synthesized area, sequential elements account for 0.540. The worst setup path is of the in -> out kind. The number of antenna violations at the first check in global routing came to 90. The switching part of the total is 0.239. The power density over the cells is 10.4 nW/µm². The detailed router's first-iteration violation count is 3,623. The count of clock tree sinks is 1,160. For this run, global-route usage on met1 was measured as 0.163. The final setup slack of the worst path is 92.10 ns. RePlAce ended its routability-driven mode at a weighted congestion of 0.884. Per the timing report, the most critical flop-to-flop path finishes at value_data_buf[158].

The type of the most critical hold path is reg -> reg. In this run, the synthesized area fraction spent on adder and majority cells is recorded as 0.00305. Counting flops and latches in the post-synthesis netlist gives 1,160. The number of standard cells reported by yosys is 5,065.

Endpoints failing hold in the final report were tallied at 0. The synthesized-area fraction occupied by and/or/nand/nor cells is 0.247. The count of hold buffers inserted by post-cts repair is 0. The buffers inserted during post-CTS setup optimization is 0.

The final-layout setup total negative slack is 0 ns. The data required time reported for the critical path is 124.88 ns. Once placement finished, the instance area stood at 60,300 µm².

The global-route wire length before repair is 312,000 µm. The net switching component of the power is 0.162 mW. The total chip power is 0.676 mW. The worst flop-to-flop path startpoint is state[2]. The design area is 65,000 µm².
[worst max-delay path, stage by stage]
cell and delay, ns:
clkdlybuf4s50_1 0.48, buf_4 0.21, a41oi_1 0.21, nor2_1 0.15, clkdlybuf4s50_1 0.49
[registers in the layout, indices dropped and copies added (netlist names), 3 cells and up]
name and flops:
m_value_data 512, m_key_data 64, keylen 8, opcode 8
throw_length_left 32, net_meta 64, state 3, value_data_buf 320
vallen 16, m_value_length 13, m_meta_data 96, m_malloc_data 16
[synth_stat cells (all sizes together), types with 5 or more instances]
cell	count	area, µm²
or3	10	72.6
and2	19	119
a22o	193	1690
a221o	8	80.1
nand2	1235	4640
nor3	14	80.1
edfxtp	29	871
nand3	821	4110
nand2b	5	31.3
nand4	195	1220
o21ai	389	1950
a31oi	11	68.8
clkbuf	421	1580
ha	9	113
o31ai	10	75.1
or4	6	56.3
o211ai	5	42.5
dfxtp	1131	22600
a32oi	320	2800
a21oi	22	110
inv	17	63.8
nor2	34	130
buf	77	357
nor4	26	169
[through the flow]
stage | hold WS, ns | std cells | util
after detailed placement | 0.426 | 9835 | 0.209
after CTS | 0.426 | 10100 | 0.225
final | 0.424 | 10100 | 0.225
after global routing | 0.446 | 10100 | 0.225
after floorplan | 0.416 | 5067 | -
after global placement | 0.427 | 9835 | 0.209
[cells by family (layout without fill, tap and decap cells)]
logic type / Yosys count / after routing
AOI/OAI and AO/OA: 987 / 987
and+or+nand+nor: 2384 / 2384
other: 1 / 24
DFF: 1160 / 1160
adders and majority gates: 10 / 10
xor gates and xnor gates: 6 / 6
muxes: 2 / 2
buffers and inverters: 515 / 1650
[area by class of cell]
class	instances	area [µm²]
fill	31200	224000
sequential	1160	23500
multi-input combinational	3392	18200
timing repair buffer	1386	13700
tap	3880	4850
clock buffer	207	4170
clock inverter	40	469
inverter	17	71.3
antenna	21	52.6
[how the worst min path moves through the flow]
stage       startpoint         endpoint  slack (ns)
4_1_cts   net_meta[14]  m_meta_data[14]        0.43
5_1_grt   net_meta[29]  m_meta_data[29]        0.45
6_report  net_meta[14]  m_meta_data[14]        0.42
[power groups by stage]
stage,combinational [mW],clock [mW],sequential (mW)
finish,0.0405,0.335,0.301
global route,0.0433,0.355,0.301
CTS,0.0408,0.344,0.301
[layer usage]
layer,up-vias,share of wire
met3,376,0.092
met1,20300,0.38
li1,20400,-
met2,1775,0.49
met4,26,0.038
met5,-,0.00074
Power figures rest on the tool's default switching activity, not on a simulated workload.
