==> design.v <==
`timescale 1ns / 1ps
module hb_lup_rep_parser(
    input               s_axis_lup_rsp_valid,
    input [119:0]       s_axis_lup_rsp_data,
    output              s_axis_lup_rsp_ready,
    output reg          m_axis_lup_result_valid,
    output reg [15:0]   m_axis_lup_addr,
    output reg [63:0]   m_axis_lup_key,
    output reg          m_axis_lup_hit,
    input               m_axis_lup_result_ready,
    input               clk,
    input               rst_n
    );
    assign s_axis_lup_rsp_ready = m_axis_lup_result_ready;
    always@(posedge clk)begin
        if(!rst_n)begin
            m_axis_lup_addr <= '0;
            m_axis_lup_key  <= '0;
            m_axis_lup_hit  <= '0;
            m_axis_lup_result_valid <= 0;
        end
        else begin
            if(m_axis_lup_result_valid && m_axis_lup_result_ready)begin
                m_axis_lup_result_valid <= 0;
            end
            if(s_axis_lup_rsp_valid && s_axis_lup_rsp_ready)begin
                m_axis_lup_addr <= s_axis_lup_rsp_data[79:64];
                m_axis_lup_key  <= s_axis_lup_rsp_data[63:0];
                m_axis_lup_hit  <=  s_axis_lup_rsp_data[80];
                m_axis_lup_result_valid <= 1'b1;
            end
        end
    end
endmodule
==> run.sh <==
#!/bin/bash
# OpenROAD 26Q1-2900-gdf79404cd8, Yosys 0.63+post, stock flow scripts
make -C /OpenROAD-flow-scripts/flow DESIGN_CONFIG=/design/flow/config.mk WORK_HOME=/design/flow/orfs finish
==> config.mk <==
export PLATFORM = sky130hd
export DESIGN_NAME = hb_lup_rep_parser
export DESIGN_NICKNAME = hb_lup_rep_parser
export VERILOG_FILES = /design/flow/design.v
export SDC_FILE = /design/flow/constraint.sdc
export NUM_CORES = 4
export LEC_CHECK = 1
export CORE_UTILIZATION = 50
==> constraint.sdc <==
current_design hb_lup_rep_parser

set clk_period 4.3
set clk_io_pct 0.2

create_clock -name clk0 -period $clk_period [get_ports {clk}]

set non_clock_inputs [all_inputs -no_clocks]
set_input_delay [expr $clk_period * $clk_io_pct] -clock clk0 $non_clock_inputs
set_output_delay [expr $clk_period * $clk_io_pct] -clock clk0 [all_outputs]
==> metrics.csv <==
stage,metric,value,unit
global_route,antenna_found_initial,0,
clocking,cts_buffer_depth,2,
route,dr_total_vias,3272,
hold_path,whs_path_depth,2,
final_timing,min_period,2.30,ns
route,antenna_cells,0,
die,num_rows,30,
yosys,ys_seq_elements,82,
flow_run,drv_cap,0,
finish,stdcell_count,612,
place,place_congestion,0.788,
clocking,postCtsSetupRepairBufs,0,
finish,fillerInstances,482,
critical_path,r2r-start,m_axis_lup_result_valid,
hold_path,min_from,m_axis_lup_hit,
final_timing,setup-tns-final,0,ns
route,remaining_drc_errors,0,
place,dpl.hpwl,5380,um
finish,area_delta_synth_final,46.9,%
yosys,synth-warning-count,1,
clocking,cts_resized,0,
route,routed_via_density,5.35,
critical_path,regToRegEndpoint,m_axis_lup_result_valid,
clocking,numCtsBuffers,9,
global_route,grt_start_max_net_pins,83,
flow_run,openroad.warnings,65,
yosys,yosys_area,3530,sq um
yosys,synth_cells,374,
finish,comb_area,1540,sq um
critical_path,r2r_cells,2,
critical_path,rrSetupSlack,3.58,ns
critical_path,cp_num_buf_inv,2,
die,ios,207,
pwr,ir_drop,0.174,mV
global_route,gr-total-overflow,0,
critical_path,crit_family,buffers and inverters,
critical_path,criticalPathCategory,in2out,
critical_path,end_kind,output port,
place,dp_slack,1.89,ns
final_timing,maxSlewViolCount,0,
clocking,clkLatencyLatePin,0.34,ns
critical_path,critPathMaxFanout,3,
finish,drive_above_1_share,20.0,%
route,firstDrtPassIters,4,
finish,lay_top_count,clkdlybuf4s50_1,
route,detail_route.wl_per_cell,14.3,um
final_timing,period_used_share,53.5,%
final_timing,slew_headroom,41.7,%
final_timing,setup_slack,2.00,ns
yosys,postSynthSeqShare,46.5,%
clocking,cts.sinks,82,
critical_path,critPathArrivalTime,1.44,ns
pwr,power.density,311,nW/um^2
die,fp_util,52.0,%
final_timing,fmaxAchievable,435,MHz
finish,seqCellArea,1640,sq um
route,drt_wl_total,8720,um
final_timing,tightest_slew,0.874,ns
yosys,avgSynthCellArea,9.45,sq um
die,die_area,7410,sq um
final_timing,timing.final.hold_violations,0,
clocking,cts_tree,built,
critical_path,slowest_delay,0.46,ns
final_timing,rsz0062_at_grt,false,
yosys,ys_cells,374,
clocking,cts_max_level,3,
place,place_inst,597,
die,coreArea,6790,sq um
hold_path,holdPathEnd,m_axis_lup_hit,
route,ant_nets,0,
critical_path,critical_path.slowest_cell,clkdlybuf4s50_1,
hold_path,min_path_type,reg2reg,
yosys,ys_types,13,
critical_path,cp-start-kind,input port,
critical_path,worstPathCellList,"buf_2, clkdlybuf4s50_1",
clocking,path_clk_slew,0.07,ns
critical_path,critical_path_required,3.44,ns
global_route,grt_use_total,23.6,%
global_route,grt_pass1_vias,2857,
place,portBuffers,167,
die,die_w,86.1,um
clocking,cts_root_buf,clkbuf_8,
finish,most-common-layout-cells,"clkdlybuf4s50_1 (164), dfxtp_1 (82), nand2_1 (81), nand4_1 (81), o21ai_2 (80)",
clocking,hold_buffers,0,
route,drt_iter0_markers,139,
final_timing,skew,0,ns
global_route,grt_first_pass_wirelength,13800,um
finish,fin_util,76.4,%
outcome,run_status,"finished, final reports clean",
pwr,p_leak,1.83,nW
final_timing,setup_viol,0,
yosys,synth_area,3530,sq um
die,fp.dieH,86.1,um
## registers in the layout, summed over array words and instances (netlist names)
name,cells
m_axis_lup_result_valid,1
m_axis_lup_hit,1
m_axis_lup_key,64
m_axis_lup_addr,16
## metal layers
layer | share of wire [%] | track usage [%] | vias to the layer above
met5 | 0 | 0 | -
met1 | 44 | 35.6 | 1520
met3 | 8.7 | 7.13 | 17
li1 | - | - | 1624
met4 | 2.4 | 5.30 | 0
met2 | 44 | 34.6 | 111
## how the worst max path moves through the flow
stage,depth (start not counted),from,end
after CTS,2,m_axis_lup_result_ready,s_axis_lup_rsp_ready
after global routing,2,m_axis_lup_result_ready,s_axis_lup_rsp_ready
final,2,m_axis_lup_result_ready,s_axis_lup_rsp_ready
## cell type report
type / instances / area share [%]
flip-flops and latches: 82 / 31.6
clock buffers: 12 / 2.80
multi-input cells: 246 / 29.7
well taps: 96 / 2.31
clock inverters: 3 / 0.771
repair buffers: 173 / 32.8
## report_power, final
group          switching, mW  internal [mW]
sequential            0.0173          0.796
combinational          0.106          0.155
clock                  0.258          0.280
total                  0.381           1.23
## cells by family (layout without fill, tap and decap cells)
| family | count (synthesis) | in the layout | synth area share (%) |
|---|---|---|---|
| AOI/OAI and AO/OA | 82 | 82 | 20.2 |
| buffers and inverters | 46 | 188 | 9.99 |
| DFF | 82 | 82 | 46.5 |
| and+or+nand+nor | 164 | 164 | 23.4 |
## synthesized netlist by cell type
| cell type | n | share of area, % |
|---|---|---|
| and2_4 | 1 | 0.25 |
| dfxtp_1 | 82 | 46 |
| buf_6 | 1 | 0.32 |
| clkbuf_1 | 23 | 2.4 |
| nand4_1 | 81 | 14 |
| o21a_1 | 1 | 0.21 |
| o21ai_1 | 1 | 0.14 |
| nand2_1 | 81 | 8.6 |
| nor2b_1 | 1 | 0.18 |
| buf_12 | 9 | 5.1 |
| buf_2 | 9 | 1.3 |
| o21ai_2 | 80 | 20 |
| buf_4 | 4 | 0.85 |
## stage by stage
step / hold slack, ns / instance area [sq um] / total power [mW]
5_1_grt: 0.472 / 5190 / 1.69
6_report: 0.454 / 5190 / 1.61
3_5_place_dp: 0.445 / 5000 / 1.09
2_1_floorplan: 0.414 / 3530 / 0.947
4_1_cts: 0.455 / 5190 / 1.63
3_3_place_gp: 0.441 / 5000 / 1.09
Power is estimated from default activity; no workload was simulated.
