$ cat ./run.sh
#!/bin/bash
# OpenROAD 26Q1-2900-gdf79404cd8, Yosys 0.63+post, stock flow scripts
make -C /OpenROAD-flow-scripts/flow DESIGN_CONFIG=/design/flow/config.mk WORK_HOME=/design/flow/orfs finish
$ cat ./config.mk
export PLATFORM = sky130hd
export DESIGN_NAME = fifo
export DESIGN_NICKNAME = fifo
export VERILOG_FILES = /design/flow/design.v
export SDC_FILE = /design/flow/constraint.sdc
export NUM_CORES = 4
export LEC_CHECK = 1
export CORE_UTILIZATION = 50
$ cat ./constraint.sdc
current_design fifo

set clk_period 9.2
set clk_io_pct 0.2

create_clock -name clk0 -period $clk_period [get_ports {axis_clk}]

set non_clock_inputs [all_inputs -no_clocks]
set_input_delay [expr $clk_period * $clk_io_pct] -clock clk0 $non_clock_inputs
set_output_delay [expr $clk_period * $clk_io_pct] -clock clk0 [all_outputs]
$ cat ./design.v
`timescale 1ns / 1ps
module fifo #(
    parameter DATA_WIDTH = 64,
    parameter FIFO_DEPTH = 8
) (
    input                       axis_clk,
    input                       axis_rstn,
    input                       s_axis_valid,
    input  [DATA_WIDTH-1:0]     s_axis_data,
    output                      s_axis_ready,
    output                      m_axis_valid,
    output [DATA_WIDTH-1:0]     m_axis_data,
    input                       m_axis_ready
);
    localparam ADDR_W = $clog2(FIFO_DEPTH);
    reg [DATA_WIDTH-1:0] mem [0:FIFO_DEPTH-1];
    reg [ADDR_W:0]       wr_ptr;  
    reg [ADDR_W:0]       rd_ptr;
    wire [ADDR_W-1:0] wr_idx = wr_ptr[ADDR_W-1:0];
    wire [ADDR_W-1:0] rd_idx = rd_ptr[ADDR_W-1:0];
    wire empty = (wr_ptr == rd_ptr);
    wire full  = (wr_ptr[ADDR_W]     != rd_ptr[ADDR_W]) &&
                 (wr_ptr[ADDR_W-1:0] == rd_ptr[ADDR_W-1:0]);
    assign s_axis_ready = !full;
    assign m_axis_valid = !empty;
    assign m_axis_data  = mem[rd_idx];
    always_ff @(posedge axis_clk or negedge axis_rstn) begin
        if (!axis_rstn) begin
            wr_ptr <= '0;
        end else begin
            if (s_axis_valid && s_axis_ready) begin
                mem[wr_idx] <= s_axis_data;
                wr_ptr      <= wr_ptr + 1'b1;
            end
        end
    end
    always_ff @(posedge axis_clk or negedge axis_rstn) begin
        if (!axis_rstn) begin
            rd_ptr <= '0;
        end else begin
            if (m_axis_valid && m_axis_ready) begin
                rd_ptr <= rd_ptr + 1'b1;
            end
        end
    end
endmodule
==> qor.txt <==
Outcome: complete, no violations
Top area contributor share: 80.32%
Max-slew headroom: 36.74%
DP Cell Count: 1645
FP Rows: 71
Grt total ovfl: 0
FP Util: 50.82%
Ys flop type: edfxtp_1
Cells after Synth: 1050
Crit-path max FO: 64
Non-filler cells, final: 1740
R2R cell count: 6
CP required: 7360 ps
Final wirelength: 42910 um
Clk slew on worst S/H paths: 60 ps
Clk ins delay skew pair: 580 ps
Number of global-route vias before repair: 10820
Tool Warnings: 33
Sinks on the clock net: 520
Core Box Area: 37670 um2
Worst EP arrival: 4620 ps
Met3 usage: 14.15%
Cell area after layout: 22770 um2
Die width: 197.7 um
CP startpoint kind: flop
P_int: 0.005159 W
Final setup fails: 0
P_leak: 7.302 nW
Fraction of registers with async set/reset: 1.538%
Yosys cell types: 38
First-pass GRT wire length: 64030 um
Kind of critical path: reg2out
Sw Ratio: 29.49%
Slew @ Worst Pin: 949.0 ps
Syn Std Cell Area: 19140 um2
Yosys stat area: 19140 um2
GR peak layer: met1
Post-layout min period: 6463 ps
Setup crit end kind: output port
GR Util met1: 39.35%
Synth-to-Final Area Change: 18.97%
Flop2flop setup slack: 5820 ps
Largest net degree at the start of global routing: 65
Cell area leaders: edfxtp_1, a222oi_1, a221o_1
Antenna violations before repair: 1
Final GP Congestion: 0.7942
Post-CTS Setup Bufs: 0
PostCTS Resize Cnt: 0
Num CTS Buffers: 52
Skew final: 14.37 ps
Filler instances: 2715
Synthesized area per cell: 18.23 um2
Setup total negative slack: 0 ps
Top cell type by total area after synthesis: edfxtp_1
Post-placement cell area: 21090 um2
CTS tree: yes
Count of pins over their slew limit: 0
Hold path cells: 1
# Cells Yosys: 1050
Power per cell area: 321.3 nW/um2
Post-synth top cells: edfxtp_1, a21oi_1, a222oi_1
Sw Pwr: 0.002158 W
Detailed Route Iter0 Violations: 562
Maximum vdd ir drop: 0.1614 mV
Hold Path End: wr_ptr[3]
DIE AREA: 39070 um2
Hold path start: wr_ptr[3]
GRT Overall Usage: 25.10%
Flops out of synthesis: 520
RSZ-0062 raised after global routing: no
Root Buffer: clkbuf_16
Seq pwr share: 39.4%
Die span in y: 197.7 um
First-pass DRT Iterations: 5
ANT nets after route: 0
Overall power: 0.007317 W
HP Class: reg2reg
Detailed placement HPWL: 22000 um
# DRC: 0
Fin crit share: 70.25%
YS warnings: 2
Via density: 5.944
Layout cells sized above 1: 10.75%
Post-synth EDFFs: 512
Final Hold Vio Count: 0
Sequential area share after synthesis: 81.36%
# port buffers: 133
Reg-to-reg startpoint: rd_ptr[2]
M2 GR Usage: 35.72%
# hold bufs at CTS: 0
Fin util: 60.46%
Avg WL per Cell: 24.66 um
H-tree depth: 2
Worst R2R End: mem[0][6]
F_max: 154.7 MHz
Comb pwr share: 32.1%
Clock Path Buffers: 3
Most common cell in the synthesized netlist: edfxtp_1
Via count: 10340
IO Count: 134
Max cap viols: 0
Power share of the clock group: 28.5%
## critical path: stages, from the launching register on
cell and delay (ps):
dfrtp_1 510, inv_1 200, ha_4 690, buf_4 670, and2_1 860, a222oi_1 240, a21oi_1 290, clkdlybuf4s50_1 510
## registers in the layout, summed over array words and instances, names as in the netlist
register,flops
mem,512
rd_ptr,4
wr_ptr,4
## through the flow
stage	hold slack [ps]	setup slack, ps
after detailed placement	591.9	3265
after global placement	584.0	3375
final	612.4	2737
after floorplan	548.3	5612
after CTS	606.4	2629
after global routing	639.8	2401
## cells in the final DEF (no fill, tap or decap), types with 7 or more instances in the layout
| cell type | netlist | final |
|---|---|---|
| a21oi_1 | 73 | 73 |
| a221o_1 | 46 | 46 |
| a222oi_1 | 62 | 62 |
| a22o_1 | 48 | 48 |
| a22oi_1 | 14 | 14 |
| a31o_2 | 13 | 13 |
| buf_4 | 1 | 21 |
| bufinv_16 | 0 | 7 |
| clkbuf_1 | 46 | 10 |
| clkbuf_16 | 0 | 53 |
| clkdlybuf4s50_1 | 0 | 133 |
| clkinv_1 | 0 | 12 |
| clkinv_2 | 0 | 10 |
| dfrtp_1 | 8 | 8 |
| edfxtp_1 | 512 | 512 |
| ha_1 | 12 | 7 |
| nand2_1 | 19 | 18 |
| nor2_1 | 61 | 61 |
| o21ai_0 | 49 | 49 |
## power by group through the flow
| stage | Clock [W] | Sequential [W] | Combinational, W |
|---|---|---|---|
| after CTS | 0.00212 | 0.00289 | 0.00239 |
| after global routing | 0.00221 | 0.00290 | 0.00258 |
| final | 0.00208 | 0.00289 | 0.00235 |
## worst max path at each step
stage,from,endpoint,slack [ps],cells past startpoint
4_1_cts,rd_ptr[1],m_axis_data[0],2630,7
5_1_grt,rd_ptr[1],m_axis_data[26],2400,7
6_report,rd_ptr[1],m_axis_data[26],2740,7
## metal layers
layer	routed length (um)	share of wire (%)
met3	5392	13
met2	19960	47
met4	764	1.8
met5	0	0
met1	16790	39
## final cells by class
class,instances,area (um2),area share [%]
Sequential cell,520,15570,68.39
Multi-Input combinational cell,453,3357,14.74
Timing Repair Buffer,154,1489,6.538
Clock buffer,63,1364,5.988
Tap cell,511,639.4,2.807
Clock inverter,31,321.6,1.412
Inverter,7,26.28,0.1154
Antenna cell,1,2.502,0.01099
## kinds of logic (layout without fill, tap and decap cells)
logic type,Yosys count,in the layout,share of synthesized area (%)
xor+xnor,7,7,0.3203
fa+ha+maj,12,12,0.7843
mux,9,9,0.5163
flops,520,520,81.36
simple gates,101,101,2.301
buf+inv,77,255,1.641
other cells,0,1,0
compound gates,324,324,13.07
Power is estimated from default activity; no workload was simulated.
