==> /design/flow/design.v <==
`timescale 1ns / 1ps
module lkp_rep_parser(
    input                       clk,
    input                       rst_n,
    input                       s_axis_meta_valid,
    input  [63:0]               s_axis_meta_key,
    input                       s_axis_meta_hit,
    output                      s_axis_meta_ready,
    input                       s_axis_ram_valid,
    input  [15:0]               s_axis_ram_lenth,  
    input  [511:0]              s_axis_ram_data,
    output                      s_axis_ram_ready,
    output reg                  m_axis_tx_tvalid,
    output reg [511:0]          m_axis_tx_tdata,
    output reg [63:0]           m_axis_tx_tkeep,
    output reg                  m_axis_tx_tlast,
    output reg  [15:0]          m_axis_tx_size,
    output reg  [15:0]          m_axis_tx_src,
    output reg  [15:0]          m_axis_tx_dst,
    input                       m_axis_tx_tready
    );
    localparam [3:0]
        ST_IDLE       = 0,
        ST_WAIT_FIRST = 1,
        ST_SEND       = 2;
    localparam [15:0] HEADER_BYTES = 16'd11;  
    reg [3:0]  state;
    reg [63:0] meta_key_r;
    reg [87:0] packet_buffer;   
    reg [15:0] bytes_left;      
    function automatic [63:0] gen_keep;
        input [15:0] byte_num;
        integer i;
        begin
            gen_keep = 64'd0;
            for (i = 0; i < 64; i = i + 1)
                gen_keep[i] = (i < byte_num) ? 1'b1 : 1'b0;
        end
    endfunction
    assign s_axis_meta_ready = (state == ST_IDLE) && (!m_axis_tx_tvalid || m_axis_tx_tready);
    assign s_axis_ram_ready  = (
                                 (state == ST_WAIT_FIRST) ||
                                 (state == ST_SEND && (bytes_left > HEADER_BYTES))
                               ) && (!m_axis_tx_tvalid || m_axis_tx_tready);
    always @(posedge clk) begin
        if (!rst_n) begin
            state            <= ST_IDLE;
            m_axis_tx_tvalid <= 1'b0;
            m_axis_tx_tdata  <= '0;
            m_axis_tx_tkeep  <= '0;
            m_axis_tx_tlast  <= 1'b0;
            m_axis_tx_dst    <= '0;
            m_axis_tx_src    <= '0;
            m_axis_tx_size   <= '0;
            meta_key_r       <= '0;
            packet_buffer    <= '0;
            bytes_left       <= '0;
        end
        else begin
            if (m_axis_tx_tvalid && m_axis_tx_tready)
                m_axis_tx_tvalid <= 1'b0;
            m_axis_tx_tlast <= 1'b0;
            case (state)
                ST_IDLE: begin
                    if (s_axis_meta_valid && s_axis_meta_ready) begin
                        meta_key_r <= s_axis_meta_key;
                        if (!s_axis_meta_hit) begin
                            m_axis_tx_tvalid <= 1'b1;
                            m_axis_tx_tdata  <= {424'b0, s_axis_meta_key, 16'b0, 8'b0};
                            m_axis_tx_tkeep  <= 64'h0000_0000_0000_07FF;  
                            m_axis_tx_tlast  <= 1'b1;
                            m_axis_tx_dst    <= 16'h1 << (6+0);
                            m_axis_tx_src    <= 16'd0;
                            m_axis_tx_size   <= HEADER_BYTES;                                                 
                        end
                        else begin
                            state <= ST_WAIT_FIRST;
                        end
                    end
                end
                ST_WAIT_FIRST: begin
                    if ((!m_axis_tx_tvalid || m_axis_tx_tready) && s_axis_ram_valid) begin
                        automatic logic [15:0] total_bytes;
                        automatic logic [15:0] bytes_this;
                        total_bytes = HEADER_BYTES + s_axis_ram_lenth;
                        bytes_this  = (total_bytes >= 16'd64) ? 16'd64 : total_bytes;
                        m_axis_tx_tdata  <= { s_axis_ram_data[423:0],
                                              { meta_key_r, s_axis_ram_lenth, 8'hFF } };
                        m_axis_tx_tkeep  <= gen_keep(bytes_this);
                        m_axis_tx_tvalid <= 1'b1;
                        m_axis_tx_dst    <= 16'h1 << (6+0);
                        m_axis_tx_src    <= 16'd0;
                        m_axis_tx_size   <= total_bytes;
                        packet_buffer    <= s_axis_ram_data[511:424];
                        if (total_bytes > 16'd64)
                            bytes_left <= s_axis_ram_lenth - (16'd64 - HEADER_BYTES);
                        else
                            bytes_left <= 16'd0;
                        if (total_bytes <= 16'd64) begin
                            m_axis_tx_tlast <= 1'b1;
                            state           <= ST_IDLE;
                        end
                        else begin
                            state <= ST_SEND;
                        end
                    end
                end
                ST_SEND: begin
                    if (!m_axis_tx_tvalid || m_axis_tx_tready) begin
                        automatic logic [15:0] curr_bytes;
                        automatic logic [15:0] bytes_this;
                        curr_bytes = bytes_left;
                        if (curr_bytes <= HEADER_BYTES && curr_bytes != 16'd0) begin
                            bytes_this        = curr_bytes;
                            m_axis_tx_tdata   <= {424'd0, packet_buffer}; 
                            m_axis_tx_tkeep   <= gen_keep(bytes_this);
                            m_axis_tx_tvalid  <= 1'b1;
                            m_axis_tx_tlast   <= 1'b1;
                            bytes_left        <= 16'd0;
                            state             <= ST_IDLE;
                        end
                        else if (curr_bytes > HEADER_BYTES && s_axis_ram_valid) begin
                            bytes_this        = (curr_bytes >= 16'd64) ? 16'd64 : curr_bytes;
                            m_axis_tx_tdata   <= { s_axis_ram_data[423:0], packet_buffer };
                            m_axis_tx_tkeep   <= gen_keep(bytes_this);
                            m_axis_tx_tvalid  <= 1'b1;
                            bytes_left        <= curr_bytes - bytes_this;
                            packet_buffer     <= s_axis_ram_data[511:424];
                            if (curr_bytes <= 16'd64) begin
                                m_axis_tx_tlast <= 1'b1;
                                state           <= ST_IDLE;
                            end
                        end
                        else if (curr_bytes == 16'd0) begin
                            state <= ST_IDLE;
                        end
                    end
                end
                default: begin
                    state <= ST_IDLE;
                end
            endcase
        end
    end
endmodule
==> /design/flow/run.sh <==
#!/bin/bash
# OpenROAD 26Q1-2900-gdf79404cd8, Yosys 0.63+post, stock flow scripts
make -C /OpenROAD-flow-scripts/flow DESIGN_CONFIG=/design/flow/config.mk WORK_HOME=/design/flow/orfs finish
==> /design/flow/config.mk <==
export PLATFORM = sky130hd
export DESIGN_NAME = lkp_rep_parser
export DESIGN_NICKNAME = lkp_rep_parser
export VERILOG_FILES = /design/flow/design.v
export SDC_FILE = /design/flow/constraint.sdc
export NUM_CORES = 4
export LEC_CHECK = 1
export CORE_AREA = 10 10 470 470
export DIE_AREA = 0 0 480 480
==> /design/flow/constraint.sdc <==
current_design lkp_rep_parser

set clk_period 57.9
set clk_io_pct 0.2

create_clock -name clk0 -period $clk_period [get_ports {clk}]

set non_clock_inputs [all_inputs -no_clocks]
set_input_delay [expr $clk_period * $clk_io_pct] -clock clk0 $non_clock_inputs
set_output_delay [expr $clk_period * $clk_io_pct] -clock clk0 [all_outputs]
==> deck_impl_summary.md <==
Run Summary

Outcome
  – Outcome: finished, final reports clean

STA
  – Pins Over Slew Limit: 0
  – Hold slack: 0.448 ns
  – Slew @ Worst Pin: 1.02 ns
  – Clock skew: 0.0449 ns
  – Final Cycle Share: 43.8%
  – Fmax: 39.4 MHz
  – Post-layout min period: 25.36 ns
  – Setup ws final: 32.54 ns
  – RSZ-0062 raised after global routing: false
  – Setup TNS: 0 ns
  – Hold Vio Cnt, Final: 0
  – Relative slew margins: 31.9%
  – Final setup fails: 0

Logic synthesis
  – Top cells by area: dfxtp_1 (50%), a21oi_1 (11%), nand2_1 (11%)
  – Cell taking the most area after synthesis: dfxtp_1
  – Distinct cells, synth: 79
  – Flip-flops with a built-in enable: 0
  – Mapped Area: 0.0307 mm²
  – Chip area line of the yosys report: 0.0307 mm²
  – Yosys cell count: 3,884
  – Seq/Total Area, Yosys: 49.9%
  – Dominant flop cell: dfxtp_1
  – Post-synth top area share: 49.9%
  – Flops & latches, synth: 766
  – Syn. warnings: 1
  – Syn Inst Count: 3,884
  – Ys async rst share: 0%
  – Avg Cell Area, Syn: 7.91 µm²

Layout
  – Area growth syn-to-layout: 58.0%
  – Post-Layout Cell Count: 7,796
  – Most numerous logic cell after layout: clkdlybuf4s50_1
  – Most frequent cells in the layout: clkdlybuf4s50_1 (1,194), nand2_1 (867), dfxtp_1 (764)
  – Share of cells above drive strength 1: 5.49%

Floorplan
  – Die Ht: 480 µm
  – Die area: 0.230 mm²
  – Fp_density: 14.6%
  – I/O pin count: 1,226
  – # rows: 168
  – Core footprint: 0.210 mm²
  – Die Wd: 480 µm

Routing
  – DRT Pass-1 Iters: 6
  – Via count: 34,000
  – ANT nets after route: 0
  – DRT iter0 DRCs: 2,916
  – Average wire per standard cell: 27.6 µm
  – DR vias/cell: 4.36
  – DRC viols: 0
  – Total wire length: 215 mm

Power
  – Power Dens Cells: 29.9 mW/mm²
  – Final Power: 1.45 mW
  – P_leak: 15.7 nW
  – VDD IR max: 0.0277 mV

Clocking
  – Depth of the CTS H-tree: 3
  – CTS clock-pin slew for the worst setup and hold paths: 0.05 ns
  – Hold Buf Count CTS: 0
  – TritonCTS Buffers: 96
  – CTS sink count: 766
  – Clock buffer depth: 3
  – Setup Fix Bufs, Post-CTS: 0
  – Resize count post-CTS: 0
  – CTS tree: done
  – Clk latency late pin: 0.73 ns
  – Root buffer cell: clkbuf_16

Critical path
  – Worst reg2reg path startpoint: bytes_left[2]
  – Crit path DRT: 46.32 ns
  – CP Data Arrival Time: 13.78 ns
  – Worst-path fanout max: 7
  – Max stage delay on crit path: 0.78 ns
  – Crit-path cells: clkdlybuf4s50_1 > nor2b_1 > buf_4 > a21oi_1 > clkdlybuf4s50_1
  – CP startpoint kind: input pin
  – Reg2Reg Depth: 10
  – Slowest cell on the critical path: a21oi_1
  – Cell occurring most often along the worst timing path: clkdlybuf4s50_1
  – Crit Path Category: input pin to output pin
  – R2R Path End: m_axis_tx_tdata[487]
  – R2R setup slack: 52.06 ns
  – Crit. End Element: output pin

Worst hold path
  – Hold crit path type: flip-flop to flip-flop
  – WHS Endpoint: m_axis_tx_tdata[129]
  – Min-Delay Startpoint: m_axis_tx_tdata[129]
  – Worst Hold Depth: 2

Global route
  – First-pass GRT wire length: 284 mm
  – Largest net degree at the start of global routing: 131
  – Initial antenna violation count: 120
  – Tot GR Track Use: 17.9%
  – Vias in the first global route: 31,800
  – Total global routing overflow: 0

Flow run
  – Tool Warnings: 40
  – Max-cap violations: 0

Place
  – Place WS: 32.61 ns
  – Buffers added on ports: 1,194
  – Placed Cells: 7,584
  – GPL Wtd Cong: 0.984
  – Detailed Place HPWL: 170 mm
where the power goes:
part	internal [mW]	total (mW)	leakage, nW	switching, mW
combinational	0.101	0.252	7.93	0.152
sequential	0.552	0.569	6.22	0.0168
clock	0.365	0.627	1.59	0.262
total	1.02	1.45	15.7	0.431
synth_stat cells, drive strengths merged, types with 4 or more instances:
| library cell | number |
|---|---|
| nand2 | 869 |
| dfxtp | 766 |
| a21oi | 670 |
| nand3 | 447 |
| clkbuf | 252 |
| nor2 | 174 |
| buf | 150 |
| o21ai | 95 |
| a22oi | 80 |
| a311oi | 68 |
| nor3 | 46 |
| a31oi | 31 |
| a211oi | 17 |
| xnor2 | 17 |
| a221oi | 16 |
| or3 | 11 |
| nor4 | 10 |
| or4 | 10 |
| xor2 | 10 |
| a21o | 9 |
| a221o | 9 |
| inv | 9 |
| nand4 | 9 |
| a22o | 7 |
| o211ai | 7 |
| nand2b | 6 |
| o21a | 6 |
| and2 | 5 |
| and3 | 5 |
| o31ai | 5 |
| or2 | 5 |
| a211o | 4 |
| a41oi | 4 |
| and4 | 4 |
| nor2b | 4 |
| o2111ai | 4 |
| o221ai | 4 |
| o32a | 4 |
logic make-up after synthesis:
group                      count (synthesis)  synth area share, %
and+or+nand+nor                         1611                 22.6
AOI/OAI and AO/OA                       1063                 20.5
DFF                                      766                 49.9
buffers and inverters                    412                 6.01
xor gates and xnor gates                  27                0.770
adders and majority gates                  3                0.122
other                                      1               0.0122
muxes                                      1               0.0326
registers in the layout, summed over array words and instances, names as in the netlist:
| name | count |
|---|---|
| meta_key_r | 64 |
| m_axis_tx_tvalid | 1 |
| bytes_left | 16 |
| m_axis_tx_tkeep | 64 |
| packet_buffer | 88 |
| m_axis_tx_tlast | 1 |
| m_axis_tx_dst | 1 |
| state | 3 |
| m_axis_tx_tdata | 512 |
| m_axis_tx_size | 16 |
metrics by stage:
step           area, µm²  util [%]
2_1_floorplan      30800         -
3_3_place_gp       45200      21.5
3_5_place_dp       45200      21.5
4_1_cts            48400      23.1
5_1_grt            48500      23.1
6_report           48500      23.1
cell type report:
cell class | count | area (µm²)
fillers | 22700 | 161000
flip-flops and latches | 766 | 15300
multi-input cells | 2737 | 13700
repair buffers | 1266 | 12500
well taps | 2805 | 3510
clock buffers | 129 | 2660
clock inverters | 46 | 592
diodes | 37 | 92.6
inverters | 10 | 45.0
worst max path at each step:
stage	from	endpoint	slack [ns]
final	m_axis_tx_tready	s_axis_ram_ready	32.54
after global routing	m_axis_tx_tready	s_axis_ram_ready	32.55
after CTS	m_axis_tx_tready	s_axis_ram_ready	32.61
critical path, delay by kind of cell:
family                 cells  cell delay, ns
AND-OR/OR-AND              1            0.78
buffers and inverters      3            1.35
AND/OR/NAND/NOR            1            0.06
layer usage:
layer	vias up	share of wire, %	track usage (%)	wire (µm)
li1	15500	-	-	-
met3	330	12	7.74	24800
met4	80	3.6	5.33	7640
met2	1638	44	27.0	94800
met5	-	0.24	0	522
met1	16400	41	23.4	87500
Power figures rest on the tool's default switching activity, not on a simulated workload.
