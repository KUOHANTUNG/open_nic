`/design/flow/run.sh`:
```
#!/bin/bash
# OpenROAD 26Q1-2900-gdf79404cd8, Yosys 0.63+post, stock flow scripts
make -C /OpenROAD-flow-scripts/flow DESIGN_CONFIG=/design/flow/config.mk WORK_HOME=/design/flow/orfs finish
```
`/design/flow/constraint.sdc`:
```
current_design hb_upd_controller

set clk_period 4.4
set clk_io_pct 0.2

create_clock -name clk0 -period $clk_period [get_ports {clk}]

set non_clock_inputs [all_inputs -no_clocks]
set_input_delay [expr $clk_period * $clk_io_pct] -clock clk0 $non_clock_inputs
set_output_delay [expr $clk_period * $clk_io_pct] -clock clk0 [all_outputs]
```
`/design/flow/design.v`:
```
`timescale 1ns / 1ps
module hb_upd_controller(
    input                           s_axis_key_valid,
    input  [80:0]                   s_axis_key_data,
    output                          s_axis_key_ready,
    output      reg                 m_axis_udp_req_tvalid,
    output      reg   [143:0]       m_axis_udp_req_tdata,
    input                           m_axis_udp_req_tready,
    input                           s_axis_udp_res_tvalid,
    input   [143:0]                 s_axis_udp_res_tdata,
    output                          s_axis_udp_res_tready,
    output  reg                     m_axis_free_pointer_valid,
    output  reg [15:0]              m_axis_free_pointer,
    input                           m_axis_free_pointer_ready,
    output  reg                     m_axis_key_udp_valid,
    output  reg [63:0]              m_axis_key_udp,
    output  reg                     m_axis_key_udp_result,
    input                           m_axis_key_udp_ready,
    input                           clk,
    input                           rst_n
);
    assign s_axis_udp_res_tready = m_axis_free_pointer_ready & m_axis_key_udp_ready;
    assign s_axis_key_ready = m_axis_udp_req_tready;
    logic   [31:0]  opcode;
    logic   [15:0]  value_addr;
    logic   [63:0]  key;
    logic           begin_flag;
    assign  begin_flag = s_axis_key_ready & s_axis_key_valid;
    assign          opcode = {31'b0, s_axis_key_data[80]};
    assign          value_addr  =  s_axis_key_data[79:64];
    assign          key         =  s_axis_key_data[63:0];
    always@(posedge clk)begin
        if(!rst_n)begin
            m_axis_udp_req_tvalid <= '0;
            m_axis_udp_req_tdata <= '0;
        end
        else begin
            if(m_axis_udp_req_tvalid & m_axis_udp_req_tready)begin
                m_axis_udp_req_tvalid <= 0;
            end
            if(begin_flag)begin
                m_axis_udp_req_tvalid <= 1'b1;
                m_axis_udp_req_tdata <= {32'b0, value_addr, key, opcode};
            end
        end
    end
    always@(posedge clk)begin
        if(!rst_n)begin
            m_axis_free_pointer_valid <= 0;
            m_axis_free_pointer <= '0;
        end
        else begin
            if(m_axis_free_pointer_valid && m_axis_free_pointer_ready)begin
                m_axis_free_pointer_valid <= 0;
            end
            if(s_axis_udp_res_tvalid && s_axis_udp_res_tready)begin
                if(s_axis_udp_res_tdata[31:0] == 1 && s_axis_udp_res_tdata[119:112] == 1)begin
                    m_axis_free_pointer_valid <= 1;
                    m_axis_free_pointer <= s_axis_udp_res_tdata[111:96];
                end
            end
        end
    end
    always@(posedge clk)begin
        if(!rst_n)begin
            m_axis_key_udp_valid <= '0;
            m_axis_key_udp <= '0;
            m_axis_key_udp_result <= '0;          
        end
        else begin
            if(m_axis_key_udp_valid && m_axis_key_udp_ready)begin
                m_axis_key_udp_valid <= 1'b0;
            end
            if(s_axis_udp_res_tvalid && s_axis_udp_res_tready)begin
                m_axis_key_udp_valid <= 1;
                m_axis_key_udp <= s_axis_udp_res_tdata[95:32]; 
                m_axis_key_udp_result <= s_axis_udp_res_tdata[112]; 
            end
        end  
    end
endmodule
```
`/design/flow/config.mk`:
```
export PLATFORM = sky130hd
export DESIGN_NAME = hb_upd_controller
export DESIGN_NICKNAME = hb_upd_controller
export VERILOG_FILES = /design/flow/design.v
export SDC_FILE = /design/flow/constraint.sdc
export NUM_CORES = 4
export LEC_CHECK = 1
export CORE_AREA = 10 10 193 193
export DIE_AREA = 0 0 203 203
```
==> GITHUB_STEP_SUMMARY <==
## PnR job results

| Metric | Value |
|---|---|
| Status | `completed` |
| Hpwl dp | `19.5 mm` |
| Drt total wl | `26.1 mm` |
| Chip width | `203 um` |
| Crit share post-route | `65.8%` |
| Dominant register cell | `dfxtp_1` |
| P_leak | `3.83 nW` |
| CTS max path bufs | `2` |
| Slew HR | `49.5%` |
| VDD IR-drop max | `279 uV` |
| FMAX | `0.346 GHz` |
| RSZ-0062 raised after global routing | `no` |
| Count leader, synth | `nand2_1` |
| CTS Sinks | `165` |
| Routed wire per std cell | `16.4 um` |
| Asr flop ratio synth | `0%` |
| Post-CTS Hold Fix Bufs | `0` |
| Avg Inst Size Synth | `8.06 um^2` |
| Netlist Area Pre-Place | `6470 um^2` |
| Count of library flops with an enable pin | `0` |
| Top cells by area | `dfxtp_1 51%, nand2_1 17%, a21oi_1 13%` |
| Initial Util | `19.7%` |
| Worst-path maximum fanout | `3` |
| Diodes inserted | `0` |
| Power per cell area | `329 nW/um^2` |
| Seq share, synth | `51.0%` |
| Root Buffer | `clkbuf_16` |
| Initial antenna violation count | `0` |
| DRC Markers | `0` |
| Worst endpoint data arrival time | `2.01 ns` |
| Final antenna-violating net count | `0` |
| Hold WC Path Type | `flop to flop` |
| Max-slew violations | `0` |
| Total CTS buffers | `17` |
| GPL Wtd Cong | `0.792` |
| Top cell area share | `51.0%` |
| Skew final | `0 ns` |
| Register-to-Register Path Depth | `2` |
| H-tree levels | `4` |
| Final Util | `33.3%` |
| First-pass GRT wire length | `38.9 mm` |
| Vert. Die Dim | `203 um` |
| PortBufs | `374` |
| Worst slack, placed | `1.35 ns` |
| Synth warn | `1` |
| Fin Setup TNS | `0 ns` |
| Max-cap violations | `0` |
| Final setup fails | `0` |
| Clk latency of the worst-skew pair | `0.44 ns` |
| Tool warnings | `51` |
| Yosys top cell by area | `dfxtp_1` |
| DRT iter0 DRCs | `129` |
| Setup ws final | `1.51 ns` |
| Routed vias | `6,473` |
| DRT Pass-1 Iters | `4` |
| Yosys stat cell total | `803` |
| Hold depth | `2` |
| Startpoint types | `primary input` |
| Critical R2R Launch | `m_axis_udp_req_tdata[35]` |
| Worst-path clk slew | `0.07 ns` |
| Final Hold Fails | `0` |
| Avg Vias per Cell | `4.05` |
| Vias in the first global route | `6,552` |
| Largest net degree at the start of global routing | `103` |
| CTS tree | `yes` |
| Hold slack | `0.453 ns` |
| Core box area | `32,800 um^2` |
| Post-synth top cells | `294 x nand2_1, 165 x a21oi_1, 165 x dfxtp_1, 67 x buf_4, 38 x clkbuf_1` |
| Layout cells sized above 1 | `4.68%` |
| Worst reg2reg endpoint | `m_axis_udp_req_tdata[35]` |
| R2R Setup Slk | `3.74 ns` |
| Rows | `66` |
| Least-Margin Pin Slew | `0.758 ns` |
| Critical path required time | `3.52 ns` |
| Chip Area, Yosys | `6470 um^2` |
| Worst hold path startpoint | `m_axis_udp_req_tdata[34]` |
| Netlist cell types | `22` |
| Post-CTS sizing | `0` |
| Crit path kind | `primary input to primary output` |
| Layout area overhead | `68.9%` |
| I/O pins | `462` |
| GRT Util Overall | `12.1%` |
| Min cycle time layout | `2.89 ns` |
| Flops & latches, synth | `165` |
| Finished layout cell area | `10,900 um^2` |
| Placed cell areas | `10,300 um^2` |
| Postcts setup bufs | `0` |
| Mapped Cells | `803` |
| Die Area | `41,200 um^2` |
| WHS Endpoint | `m_axis_udp_req_tdata[34]` |
| GRT overflow | `0` |
| Critical path capture point type | `primary output` |
-- sequential cells by signal (all words and copies together), names as in the netlist --
register / cells
m_axis_free_pointer: 16
m_axis_free_pointer_valid: 1
m_axis_key_udp: 64
m_axis_key_udp_result: 1
m_axis_key_udp_valid: 1
m_axis_udp_req_tdata: 81
m_axis_udp_req_tvalid: 1
-- layout make-up --
cell class	instances	area, um^2
fill	3396	21900
timing repair buffer	380	3800
sequential	165	3300
multi-input combinational	577	2660
tap	442	553
clock buffer	19	443
clock inverter	13	170
inverter	1	6.26
-- worst max-delay path, stage by stage --
cell	delay [ns]
clkdlybuf4s50_1	0.49
and2_1	0.16
clkdlybuf4s50_1	0.48
-- kinds of logic after synthesis --
kind of cell / after synthesis / share of synthesized area, %
flip-flops: 165 / 51.0
other: 1 / 0.0579
buffers and inverters: 123 / 11.7
AND/OR/NAND/NOR: 333 / 22.6
AND-OR/OR-AND: 181 / 14.6
-- routing by layer --
metal / GRT usage [%] / share of wire (%) / up-vias
met1: 14.2 / 40 / 2982
met4: 1.71 / 1.4 / 0
met5: 0 / 0 / -
met3: 6.54 / 12 / 17
li1: - / - / 3186
met2: 19.6 / 47 / 288
-- how the worst max path moves through the flow --
stage,startpoint,end,cells after the start
4_1_cts,m_axis_free_pointer_ready,s_axis_udp_res_tready,3
5_1_grt,m_axis_free_pointer_ready,s_axis_udp_res_tready,3
6_report,m_axis_free_pointer_ready,s_axis_udp_res_tready,3
-- per-stage QoR --
step	power (mW)	cells
floorplan	1.75	865
global placement	2.06	1565
finish	3.60	1597
global route	3.77	1597
CTS	3.68	1597
detailed placement	2.06	1565
-- report_power, final --
part	switching, mW	leakage (nW)	internal (mW)
Combinational	0.157	2.20	0.288
Clock	0.664	0.291	0.917
Sequential	0.0253	1.34	1.55
-- cell usage in the layout (no fill, tap or decap), drive strengths merged, types with 6 or more instances in the layout --
| master | n |
|---|---|
| buf | 6 |
| o31ai | 16 |
| a21oi | 165 |
| nand2 | 294 |
| nand4 | 18 |
| clkdlybuf4s50 | 374 |
| dfxtp | 165 |
| clkbuf | 19 |
| conb | 63 |
| inv | 6 |
| nor4 | 8 |
Power and IR drop assume default switching activity.
