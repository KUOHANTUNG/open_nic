[design/flow/run.sh]
#!/bin/bash
# OpenROAD 26Q1-2900-gdf79404cd8, Yosys 0.63+post, stock flow scripts
make -C /OpenROAD-flow-scripts/flow DESIGN_CONFIG=/design/flow/config.mk WORK_HOME=/design/flow/orfs finish
[design/flow/config.mk]
export PLATFORM = sky130hd
export DESIGN_NAME = host_ack_parser
export DESIGN_NICKNAME = host_ack_parser
export VERILOG_FILES = /design/flow/design.v
export SDC_FILE = /design/flow/constraint.sdc
export NUM_CORES = 4
export LEC_CHECK = 1
export CORE_AREA = 10 10 271 271
export DIE_AREA = 0 0 281 281
[design/flow/constraint.sdc]
current_design host_ack_parser

set clk_period 3.8
set clk_io_pct 0.2

create_clock -name clk0 -period $clk_period [get_ports {clk}]

set non_clock_inputs [all_inputs -no_clocks]
set_input_delay [expr $clk_period * $clk_io_pct] -clock clk0 $non_clock_inputs
set_output_delay [expr $clk_period * $clk_io_pct] -clock clk0 [all_outputs]
[design/flow/design.v]
`timescale 1ns / 1ps
module host_ack_parser(
    input                               s_axis_key_udp_valid,
    input    [63:0]                     s_axis_key_udp,
    input                               s_axis_key_udp_result,
    output                              s_axis_key_udp_ready,
    output   reg                        m_axis_ack_valid,
    input                               m_axis_ack_ready,
    output  reg[511:0]                  m_axis_ack_data,
    output  reg                         m_axis_ack_last,
    output  reg [63:0]                  m_axis_ack_keep,
    output reg  [15:0]                  m_axis_ack_size,
    output reg  [15:0]                  m_axis_ack_src,
    output reg  [15:0]                  m_axis_ack_dst,
    input                               clk,
    input                               rst_n                        
    );
    assign s_axis_key_udp_ready = m_axis_ack_ready;
    always@(posedge clk)begin
        if(!rst_n)begin
            m_axis_ack_valid <= 0;
            m_axis_ack_data <= '0;
            m_axis_ack_last <= '0;
            m_axis_ack_keep <= '0;
            m_axis_ack_size <= '0;
            m_axis_ack_dst  <= '0;
            m_axis_ack_src  <= '0;
        end
        else begin
            if(m_axis_ack_valid && m_axis_ack_ready)begin
               m_axis_ack_valid <= 0;             
            end
            if( s_axis_key_udp_ready && s_axis_key_udp_valid)begin
                m_axis_ack_valid <= 1'b1;
                m_axis_ack_last <= 1'b1;
                m_axis_ack_keep <= 64'h0000_0000_0000_01FF;
                m_axis_ack_size <= 16'd9;
                m_axis_ack_dst <= 16'd0;
                m_axis_ack_src <= 16'h1 << (0 + 6);
                if(s_axis_key_udp_result)begin
                    m_axis_ack_data <= { s_axis_key_udp,8'hFF};
                end 
                else begin
                    m_axis_ack_data <= {s_axis_key_udp,8'h00};
                end
            end
        end 
    end
endmodule
==> Implementation_results.wiki <==
== Flow metrics ==
{| class="wikitable"
! Metric !! Value
|-
| Floorplan row count || 95
|-
| Worst-case reg-to-reg path depth || 2
|-
| Register bit total from synthesis || about 67
|-
| Max Root-Sink Buffers || 2
|-
| Total congestion overflow after global routing || 0
|-
| Commonest non-fill, non-tap cells in the layout || conb_1, clkdlybuf4s50_1, dfxtp_1
|-
| Worst setup slack before clock tree synthesis || 1310 ps
|-
| Core Area || 0.0674 mm²
|-
| CTS Sinks || between 60 and 70
|-
| Number of CTS-inserted buffers || 9
|-
| Number of instances in the synthesized netlist || 863
|-
| Last weighted congestion value of the routability-driven placer || 0.768
|-
| Remaining max-slew budget at the tightest pin || 47.2%
|-
| Vertical die dimension || around 280 µm
|-
| Layout area overhead || 8.59%
|-
| Biggest cell delay along the critical path || 560 ps
|-
| Final Routed Wirelength || between 20,000 and 25,000 µm
|-
| Arrival time of data at the critical path endpoint || 1720 ps
|-
| Fin crit period || 2480 ps
|-
| Setup repair after global routing missed its margin || false
|-
| Register area share after synthesis || 19.8%
|-
| Hold buffer count at CTS || 0
|-
| Half-perimeter wire length after placement || 17,600 µm
|-
| Most area-hungry cell type in the Yosys netlist || buf_4
|-
| Buffer-and-inverter tally for the worst setup path || 2
|-
| Worst min path class || reg -> reg
|-
| Final-report hold violation count || 0
|-
| Post CTS Setup Buffer Count || 0
|-
| Max Clk Rate || 404 MHz
|-
| Share of the synthesized area in the top cell type || between 60% and 70%
|-
| Number of failing setup endpoints in the final timing report || 0
|-
| Kind of critical path || in -> out
|-
| Die Size || 0.0790 mm²
|-
| Clk slew on worst S/H paths || around 70 ps
|-
| Power spent charging and discharging nets || 506 µW
|-
| Accumulated negative setup slack || 0 ps
|-
| DRC violation count after routing || 0
|-
| Post-synthesis share of cell area spent on xor and xnor gates || 0%
|-
| Cell Int Power || 1400 µW
|-
| Stages on the worst setup path || 2
|-
| Crit. End Element || output port
|-
| Aggregate global-route resource usage || 4.48%
|-
| Number of nets with antenna violations after detailed routing || 0
|-
| Clock tree root buffer cell || clkbuf_16
|-
| Slowest cell on crit path || clkdlybuf4s50_1
|-
| Clock tree from TritonCTS || built
|-
| Tool warnings || 25
|-
| Top area cells in the synthesized netlist || buf_4, dfxtp_1, nand4_1
|-
| Required time of the critical path || 3040 ps
|-
| Run status || completed
|-
| Lkg Pwr || 0.00325 µW
|-
| Wire length of the first global-routing pass || ~27,000 µm
|-
| Sequential cell fraction of total power || 39.7%
|-
| Transition time at the pin with the least slew margin || 792 ps
|-
| Worst setup margin || 1320 ps
|-
| Switching share of total power || 26.5%
|-
| Number of different library cells in the post-synthesis netlist || 13
|-
| Share of the clock period used by the worst path || 65.1%
|-
| Resize count post-CTS || 0
|-
| Yosys cell count || roughly 860
|-
| Cell depth of the worst hold path || 2
|-
| Mux frac, synth || 0%
|-
| Reported max-cap violation count || 0
|-
| Part of the total power dissipated in combinational logic || 15.5%
|-
| Initial Utilization || 10.0%
|-
| Antenna violations before repair || 8
|-
| Warnings, synthesis || 1
|-
| Vias in the first global route || 4,602
|-
| Die width || roughly 280 µm
|-
| Kind of launch point of the worst setup path || input port
|-
| Yosys synthesis chip area || 0.00676 mm²
|-
| Largest fanout on the critical path || 26
|-
| Top Family by Delay on Critical Path || buffers and inverters
|-
| Via count normalized by instance count || 2.22
|-
| Worst-path cell chain || buf_2 > clkdlybuf4s50_1
|-
| H-Tree Level Count || 3
|-
| First-iteration detailed-routing DRC count || 111
|-
| 1st-pass router iterations || 4
|-
| Number of port buffers || 155
|-
| Routed wire per std cell || about 11 µm
|-
| Leading cell type in the layout, fill and taps excluded || conb_1
|-
| Max-slew violation count || 0
|-
| Maximum number of pins on one net before global-route repair || roughly 73
|-
| Total I/O pin count || between 600 and 700
|-
| Post-synthesis instance area || 0.00676 mm²
|-
| IR drop worst, VDD || around 0.21 mV
|-
| Power per standard cell area || 260 mW/mm²
|-
| Clock network fraction of design power || 44.8%
|-
| AND-OR/OR-AND Cells, Area Fraction || 5.04%
|-
| Main logic family || buffers and inverters
|-
| Clock Latency Late Sink || between 300 and 400 ps
|-
| Setup skew after layout || 0 ps
|-
| Fraction of layout cells with a size suffix above 1 || 2.45%
|-
| Area fraction in full adders, half adders and majority gates || 0%
|-
| Fraction of the mapped netlist area in simple logic gates || 9.85%
|-
| Synthesized area divided by synthesized cell count || slightly below 8 µm²
|-
| Vias post-DR || a little over 4,000
|}
state kept, by name, indices dropped and copies added (netlist names):
name              flops
m_axis_ack_data      65
m_axis_ack_valid      1
m_axis_ack_last       1
metal layers:
layer / part of all wire, % / vias to the layer above / global-route usage (%) / wire [µm]
met1: 37 / 1829 / 4.75 / 7600
met5: 0.36 / - / 0 / 74
met3: 15 / 29 / 2.79 / 3160
met4: 1.1 / 12 / 0.510 / 229
li1: - / 1889 / - / -
met2: 47 / 354 / 7.66 / 9710
cell usage after synthesis:
cell type  number
o21ai_1        29
buf_2          22
nor2b_1         1
buf_6           3
buf_4         565
o21a_1          2
dfxtp_1        67
nand4_1        65
and2_4          1
clkbuf_1        6
o21ai_0        36
nand2_1        65
conb_1          1
cell type report:
cell class / instances / area, µm²
diodes: 1 / 2.50
multi-input cells: 739 / 3030
repair buffers: 159 / 1570
flip-flops and latches: 67 / 1340
well taps: 873 / 1090
clock buffers: 9 / 225
clock inverters: 7 / 76.3
fillers: 7761 / 60100
power groups by stage:
stage	clock [µW]	sequential [µW]	combinational, µW
CTS	895	758	316
global route	915	762	350
finish	856	758	296
worst paths after layout:
kind / startpoint / endpoint / slack [ps]
max: m_axis_ack_ready / s_axis_key_udp_ready / 1320
min reg2reg: m_axis_ack_data[37]$_SDFFE_PN0P_ / m_axis_ack_data[37]$_SDFFE_PN0P_ / 450
max reg2reg: m_axis_ack_data[7]$_SDFFE_PN0P_ / m_axis_ack_data[7]$_SDFFE_PN0P_ / 2940
min: m_axis_ack_data[37]$_SDFFE_PN0P_ / m_axis_ack_data[37]$_SDFFE_PN0P_ / 450
through the flow:
| step | hold slack [ps] | utilization (%) | total power (µW) | cells | instance area, µm² |
|---|---|---|---|---|---|
| 5_1_grt | 464 | 10.9 | 2030 | 1854 | 7340 |
| 3_5_place_dp | 444 | 10.4 | 1090 | 1838 | 7040 |
| 6_report | 449 | 10.9 | 1910 | 1855 | 7340 |
| 2_1_floorplan | 414 | - | 1250 | 1402 | 8780 |
| 4_1_cts | 453 | 10.9 | 1970 | 1854 | 7340 |
| 3_3_place_gp | 435 | 10.4 | 1090 | 1838 | 7040 |
kinds of logic after synthesis:
logic type,count (synthesis)
AND/OR/NAND/NOR,132
other,1
AND-OR/OR-AND,67
flip-flops,67
buffers and inverters,596
Power is estimated from default activity; no workload was simulated.
